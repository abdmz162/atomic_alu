==> design.v <==
module seven_seg_display_driver (
    input logic clk,  
    input logic [31:0] number,
    output logic [6:0] seg_out,
    output logic [7:0] an
);
    logic [3:0] digits [7:0];  
    logic [2:0] current_digit = 0;  
    logic clk_800Hz = 0;
    logic [15:0] clk_count = 0;
    always_comb begin
        digits[0] = number[3:0];
        digits[1] = number[7:4];
        digits[2] = number[11:8];
        digits[3] = number[15:12];
        digits[4] = number[19:16];
        digits[5] = number[23:20];
        digits[6] = number[27:24];
        digits[7] = number[31:28];
    end
    always_ff @(posedge clk) begin
        if (clk_count == 62500) begin  
            clk_count <= 0;
            clk_800Hz <= ~clk_800Hz;
        end else begin
            clk_count <= clk_count + 1;
        end
    end
    always_ff @(posedge clk_800Hz) begin
        current_digit <= current_digit + 1;
    end
    always_comb begin
        an = ~(8'b0000_0001 << current_digit);
    end
    always_comb begin
        case (digits[current_digit])
            4'h0: seg_out = 7'b1000000;
            4'h1: seg_out = 7'b1111001;
            4'h2: seg_out = 7'b0100100;
            4'h3: seg_out = 7'b0110000;
            4'h4: seg_out = 7'b0011001;
            4'h5: seg_out = 7'b0010010;
            4'h6: seg_out = 7'b0000010;
            4'h7: seg_out = 7'b1111000;
            4'h8: seg_out = 7'b0000000;
            4'h9: seg_out = 7'b0010000;
            4'hA: seg_out = 7'b0001000;
            4'hB: seg_out = 7'b0000011;
            4'hC: seg_out = 7'b1000110;
            4'hD: seg_out = 7'b0100001;
            4'hE: seg_out = 7'b0000110;
            4'hF: seg_out = 7'b0001110;
            default: seg_out = 7'b1111111;  
        endcase
    end
endmodule
==> run.sh <==
#!/bin/bash
# OpenROAD 26Q1-2900-gdf79404cd8, Yosys 0.63+post, stock flow scripts
make -C /OpenROAD-flow-scripts/flow DESIGN_CONFIG=/design/flow/config.mk WORK_HOME=/design/flow/orfs finish
==> config.mk <==
export PLATFORM = sky130hd
export DESIGN_NAME = seven_seg_display_driver
export DESIGN_NICKNAME = seven_seg_display_driver
export VERILOG_FILES = /design/flow/design.v
export SDC_FILE = /design/flow/constraint.sdc
export NUM_CORES = 4
export LEC_CHECK = 1
export CORE_AREA = 10 10 101 101
export DIE_AREA = 0 0 111 111
==> constraint.sdc <==
current_design seven_seg_display_driver

set clk_period 4.2
set clk_io_pct 0.2

create_clock -name clk0 -period $clk_period [get_ports {clk}]

set non_clock_inputs [all_inputs -no_clocks]
set_input_delay [expr $clk_period * $clk_io_pct] -clock clk0 $non_clock_inputs
set_output_delay [expr $clk_period * $clk_io_pct] -clock clk0 [all_outputs]
==> Slide: Implementation Results <==
Flow Results at a Glance

Detailed routing
  – First-pass detailed-route iteration total: 6
  – WL per Instance: 12.0 um
  – Vias per inst: 4.11
  – Post-Route WL: 3770 um
  – Number of remaining DRC errors: 0
  – DRT antenna net count: 0
  – Initial DRC count: 69
  – Via count: 1294
  – # diodes: 0

CTS
  – H-tree Lvls: 1
  – Clk latency of the worst-skew pair: 0.25 ns
  – Clock buffer depth: 2
  – CTS tree: yes
  – Clk slew on worst S/H paths: 0.06 ns
  – TritonCTS Buffers: 3
  – CTS hold repair buffers: 0
  – Root buffer cell: clkbuf_8

Critical path
  – Worst Path Buf+Inv: 3
  – Worst R2R Setup Slack: 2.58 ns
  – Critical path data arrival time: 3.16 ns
  – Worst path depth: 10
  – Critical path class: in2out
  – R2R Path Start: clk_count[2]
  – Worst path max stage delay: 0.41 ns
  – Worst setup path startpoint: number[17]
  – Top delay family on crit path: buffers and inverters
  – CP dominant cell by count: clkdlybuf4s50_1
  – Reg-to-reg endpoint: clk_count[13]
  – Max FO, Critical Path: 4
  – CP max-delay cell: clkdlybuf4s50_1
  – Data required time of the worst path: 3.36 ns
  – CP endpoint kind: output pin
  – Setup crit start kind: input pin
  – Crit path capture: seg_out[0]
  – Crit-path cells: clkdlybuf4s50_1 > a222oi_1 > a21o_1 > nand3_1 > o21ai_0 > inv_1 > ha_1 > or3_1 > o211a_1 > clkdlybuf4s50_1
  – Worst r2r path cells: 5

Layout
  – Synth-to-Final Area Change: 47.1%
  – MI comb area: 912 sq um
  – Flop area: 410 sq um
  – Share of layout cells above drive strength 1: 8.10%
  – Fillers: 851

Logic synthesis
  – Mapped Area: 1400 sq um
  – Number of cells in Yosys stat: 159
  – Mean Syn Cell Area: 8.81 sq um
  – Dominant comb cell: simple AND/OR/NAND/NOR gates
  – Basic Gates by Area: 19.8%
  – Synth Flop Type: dfxtp_1
  – Number of enable flip-flop cells: 1
  – Async SR Flop Fraction: 0%
  – Sequential share of the synthesized area: 29.3%
  – Area share of fa/ha/maj cells after synthesis: 12.5%
  – Cells after Synth: 159
  – Synth flops: 20
  – YS warnings: 2
  – Ao+oa area frac: 17.1%
  – Mux share: 7.60%
  – XOR/XNOR Area Share: 7.51%
  – Yosys stat area: 1400 sq um
  – Post-synth cell types: 44

Timing
  – Final Hold Fails: 0
  – Endpoints left unconstrained: 11
  – Setup TNS: 0 ns
  – Setup violators final: 0
  – Max Clock Skew: 0.00126 ns
  – Tcrit/Tclk final: 95.3%
  – Slew headroom: 58.5%
  – Slew @ Worst Pin: 0.618 ns
  – Max-slew violations: 0
  – Final Critical Period: 4.00 ns
  – Count of unclocked register or latch pins: 3
  – RSZ-0062 raised after global routing: no
  – Setup ws final: 0.197 ns
  – Peak Freq: 0.250 GHz

Hold path
  – Worst Hold Path Cells: 1
  – Worst hold path class: reg2reg

Placement
  – GP Congestion: 0.850
  – Pre-CTS WS: 0.168 ns
  – DPL Wire Length: 3000 um
  – I/O Buffers: 47

Global routing
  – Largest net degree at the start of global routing: 17
  – Vias in the first global route: 1193
  – Gr usage total: 5.80%
  – First-pass GRT wire length: 6110 um
  – Initial antenna violation count: 0
  – Grt ovf: 0

Die
  – Die area: 12300 sq um
  – Chip Width: 111 um
  – Die height: 111 um
  – FP Util: 17.2%
  – Core ar.: 8130 sq um
  – IO Pins: 48
  – # rows: 33

Pwr
  – VDD IR-drop max: 0.000152 V
  – PD cells: 173 nW/um^2
  – Total power: 0.000356 W
  – Lkg Pwr: 0.747 nW

Job
  – Tool Warnings: 35
  – Max cap viols: 0

Status
  – Status: finished clean
[worst reg2reg max path, cell delays in order (launching register included)]
cell and delay (ns):
dfxtp_1 0.42, nand2_1 0.08, nor3_1 0.48, nand2_1 0.12, or3_1 0.32, a21oi_1 0.13
[layer usage]
metal	vias to the layer above	wire (um)	global-route usage (%)	share of wire, %
met5	-	0	0	0
met4	0	0	0.0868	0
met3	0	479	1.92	13
met2	56	1370	7.74	36
met1	567	1920	9.14	51
li1	671	-	-	-
[registers in the layout, indices dropped and copies added, names as in the netlist]
register	count
current_digit	3
clk_800Hz	1
clk_count	16
[final cells by class]
class	instances	share of cell area [%]
Inverter	12	2.19
Multi-Input combinational cell	121	44.3
Sequential cell	20	19.9
Clock buffer	4	2.19
Timing Repair Buffer	53	25.0
Tap cell	105	6.38
[synthesized netlist by cell type, types with 2 or more instances]
| cell type | instances | share of area [%] |
|---|---|---|
| a22oi_1 | 4 | 2.1 |
| buf_6 | 2 | 1.6 |
| nand2_1 | 15 | 4.0 |
| nor3_1 | 2 | 0.71 |
| xor2_1 | 3 | 1.9 |
| xnor2_1 | 9 | 5.6 |
| a222oi_1 | 2 | 1.4 |
| ha_1 | 14 | 13 |
| o22ai_1 | 3 | 1.3 |
| buf_2 | 3 | 1.1 |
| or3_1 | 4 | 1.8 |
| nand4_1 | 4 | 1.8 |
| a21oi_1 | 4 | 1.4 |
| a221oi_1 | 2 | 1.3 |
| inv_1 | 12 | 3.2 |
| nand3_1 | 12 | 4.3 |
| dfxtp_1 | 19 | 27 |
| nor2_1 | 10 | 2.7 |
| mux2i_1 | 8 | 5.7 |
| o21ai_0 | 3 | 1.1 |
[where the power goes]
part           total [W]  switching [W]  internal [W]
sequential      0.000163              0      0.000163
clock           0.000120      0.0000524     0.0000672
combinational  0.0000738      0.0000222     0.0000516
[logic make-up (layout without fill, tap and decap cells)]
logic type               count (synthesis)  count (layout)
AND-OR/OR-AND                           29              29
XOR/XNOR                                12              12
adder cells (fa/ha/maj)                 14              14
buffers and inverters                   18              69
flip-flops                              20              20
multiplexers                            10              10
AND/OR/NAND/NOR                         56              56
[worst min path at each step]
stage / slack [ns] / start / end
CTS: 0.47 / clk_count[14] / clk_count[14]
global route: 0.48 / clk_count[14] / clk_count[14]
finish: 0.46 / clk_count[0] / clk_count[0]
[layout by cell type (no fill, tap or decap), drive strengths merged, types with 2 or more instances in the layout]
master         count
clkdlybuf4s50     47
dfxtp             19
nand2             15
ha                14
inv               12
nand3             12
nor2              11
xnor2              9
mux2i              8
buf                6
or3                4
a22oi              4
a21oi              4
nand4              4
o22ai              4
clkbuf             4
o21ai              3
xor2               3
a222oi             2
a221oi             2
nor3               2
mux2               2
[stage by stage]
step | hold slack, ns | utilization, % | area, sq um | std cells
after floorplan | 0.430 | - | 1400 | 159
after global placement | 0.449 | 24.4 | 1980 | 308
after detailed placement | 0.454 | 24.4 | 1980 | 308
after CTS | 0.467 | 24.9 | 2030 | 312
after global routing | 0.481 | 25.3 | 2060 | 315
final | 0.459 | 25.3 | 2060 | 315
[repair_timing]
item,in CTS,in global routing
endpoints found under the setup margin,0,1
hold endpoints to repair,0,0
setup buffers,0,3
gates resized,0,1
Power and IR drop assume default switching activity.
