==> design.v <==
module bit_32_register (
    input  logic clk,    
    input  logic [31:0]  d,      
    output logic [31:0]  q     
);
    always_ff @(posedge clk) begin
            q <= d;
    end
endmodule
==> run.sh <==
#!/bin/bash
# OpenROAD 26Q1-2900-gdf79404cd8, Yosys 0.63+post, stock flow scripts
make -C /OpenROAD-flow-scripts/flow DESIGN_CONFIG=/design/flow/config.mk WORK_HOME=/design/flow/orfs finish
==> config.mk <==
export PLATFORM = sky130hd
export DESIGN_NAME = bit_32_register
export DESIGN_NICKNAME = bit_32_register
export VERILOG_FILES = /design/flow/design.v
export SDC_FILE = /design/flow/constraint.sdc
export NUM_CORES = 4
export LEC_CHECK = 1
export CORE_AREA = 10 10 80 80
export DIE_AREA = 0 0 90 90
==> constraint.sdc <==
current_design bit_32_register

set clk_period 1.0
set clk_io_pct 0.2

create_clock -name clk0 -period $clk_period [get_ports {clk}]

set non_clock_inputs [all_inputs -no_clocks]
set_input_delay [expr $clk_period * $clk_io_pct] -clock clk0 $non_clock_inputs
set_output_delay [expr $clk_period * $clk_io_pct] -clock clk0 [all_outputs]
==> notes.md <==
fresh numbers from the pnr run: status=complete, no violations, clock share of power=0.393, #MultiIn Comb=0, Int Pwr=between 2000 and 2500 uW, CP Cell Sequence=clkdlybuf4s15_1, most numerous logic cell after layout=clkdlybuf4s50_1, Max Fclk=~1000 MHz, first-pass GRT wire length=approximately 3100 um, Cell Area, Placed=between 1000 and 1500 um^2, crit path DRT=~800 ps, clock sinks=32, routed length per instance=11.92 um, mux frac, synth=0, Slowest-stage cell, CP=dfxtp_2, yosys adder share=0, I/O Buffers=about 64, Hold WS=approximately 360 ps, ys flops=32, vias in the first global route=around 560, Vias=490, Die ar.=approximately 8000 um^2, Filler cells=477, largest net degree at the start of global routing=10, Num CTS Buffers=5, switching power=444.4 uW, combinational share of power=0.079, Synth Instances=32, Simple Share, Synth=0, Die Y=around 90 um, H-tree depth=2, row count=25, setup tns final=0 ps, Tightest Hold Check Type=in -> reg, Clock transition at path regs=around 60 ps, CTS Root Cell=clkbuf_8, max reg flops=32, floorplan-stage core utilization=0.1356, Initial DRC Count=4, Crit Path Class=reg -> out, yosys stat chip area=between 600 and 700 um^2, Cell Type Count=1, Leak Pwr=0.0005890 uW, max-cap viol count=0, most numerous logic cells after layout=clkdlybuf4s50_1 (32), clkdlybuf4s15_1 (26), dfxtp_1 (24), routability congestion estimate from global placement=roughly 0.64, all-layer global routing usage=0.04869, YS warnings=1, DRT antenna net count=0, Most flops, register=q, CP peak stage delay=roughly 310 ps, peak supply drop=0.9667 mV, # IOs=approximately 65, # diodes=0, Post-CTS Setup Repair Bufs=0, Power Dens Cells=between 1500 and 2000 nW/um^2, Worst Max-Slew Pin Slew=between 60 and 70 ps, Log Warnings=25, logic area=0 um^2, Avg Vias per Cell=2.882, CTS tree=yes, RSZ-0062 raised after global routing=no, ao+oa area frac=0, hold_buf cts=0, Buf/Inv on CP=1, biggest registers after layout=q x32, Post-Syn Area per Cell=about 20 um^2, Cell Area, Synth=approximately 640 um^2, final hold vios=0, Core ar.=4723 um^2, layout cell share with drive strength beyond 1=0.2039, DR pass1 iterations=2, clk buf depth=2, xor/xnor share=0, Worst Path Max Fanout=1, DR DRC count=0, Layout area overhead=125.0%, Critical Path AT=between 700 and 800 ps, switching part of the total=0.1723, Worst setup EP type=output pin, Period minus WS final=about 960 ps, CP delay by family, top=flip-flops, sequential share of power=0.528, design area=1441 um^2, Slew Limit Headroom=0.9593, Final Slew Violations=0, crit start category=flip-flop, # setup viols final=0, register share after synthesis=1.000, grt ovf=0, number of cells in Yosys stat=32, Final Cycle Share=0.9563, final WL=between 2000 and 2500 um, chip width=90 um, initial antenna violation count=0
## cell type report
cell class            instances  area, um^2  area share
timing repair buffer         64       610.6      0.4236
sequential                   32       650.6      0.4514
tap                          67       83.83     0.05816
clock buffer                  7       96.34     0.06684
## kinds of logic after synthesis
family  count (synthesis)
flops                  32
## what timing repair did
action / 4_1_cts / 5_1_grt
pin swaps: 0 / 0
resized: 66 / 12
endpoints found under the setup margin: 32 / 11
## cell usage after synthesis
library cell / number / share of area
dfxtp_1: 32 / 1.0
## routing by layer
layer	wire, um	global-route usage	up-vias
li1	-	-	236
met1	815	0.05277	197
met2	691	0.05993	53
met3	491	0.05868	4
met4	29	0.007958	0
met5	0	0	-
## worst paths after layout
check,startpoint,end,cells after the start
setup / recovery,q[13]$_DFF_P_,q[13],1
hold / removal,d[3],q[3]$_DFF_P_,1
## power by group through the flow
| stage | logic (uW) | clock network (uW) | registers [uW] |
|---|---|---|---|
| CTS | 215 | 1060 | 1360 |
| global route | 221 | 1120 | 1370 |
| finish | 203 | 1010 | 1360 |
## metrics by stage
| stage | util | power [uW] | setup slack (ps) | instances |
|---|---|---|---|---|
| floorplan | - | 1370 | 538.5 | 32 |
| global placement | 0.2890 | 1631 | 28.98 | 163 |
| detailed placement | 0.2890 | 1633 | 32.12 | 163 |
| CTS | 0.3099 | 2639 | 9.033 | 170 |
| global route | 0.3052 | 2715 | 0.2933 | 170 |
| finish | 0.3052 | 2579 | 43.72 | 170 |
Power is estimated from default activity; no workload was simulated.
